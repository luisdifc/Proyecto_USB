[flow/config.mk]
export PLATFORM = sky130hd
export DESIGN_NAME = timer
export DESIGN_NICKNAME = timer
export VERILOG_FILES = /design/flow/design.v
export SDC_FILE = /design/flow/constraint.sdc
export NUM_CORES = 4
export LEC_CHECK = 1
export CORE_AREA = 10 10 94 94
export DIE_AREA = 0 0 104 104
[flow/constraint.sdc]
current_design timer

set clk_period 2.0
set clk_io_pct 0.2

create_clock -name clk0 -period $clk_period [get_ports {CLK}]

set non_clock_inputs [all_inputs -no_clocks]
set_input_delay [expr $clk_period * $clk_io_pct] -clock clk0 $non_clock_inputs
set_output_delay [expr $clk_period * $clk_io_pct] -clock clk0 [all_outputs]
[flow/design.v]
module timer (CLK, nanos, micros, milis, segs, reset);
output reg [9:0] nanos;
output reg [9:0] micros;
output reg [9:0] milis;
output reg [9:0] segs; 
input wire CLK;
input wire reset;
always @(posedge CLK) begin
	if (reset) begin
		nanos <= 0;
		micros <= 0;
		milis <= 0;
		segs <= 0;
	end else begin
		if (nanos < 999) begin
			nanos <= nanos + 1;
		end else begin
			if (micros < 999) begin
				nanos <= 0;
				micros <= micros + 1;
			end else begin
				if (milis < 999) begin 
					micros <= 0;
					milis <= + 1;
				end else begin
					milis <= 0;
					segs <= segs + 1;
				end
			end
		end
	end
end  
endmodule
[flow/run.sh]
#!/bin/bash
# OpenROAD 26Q1-2900-gdf79404cd8, Yosys 0.63+post, stock flow scripts
make -C /OpenROAD-flow-scripts/flow DESIGN_CONFIG=/design/flow/config.mk WORK_HOME=/design/flow/orfs finish
==> results_dict.tcl <==
# yosys + openroad results
set metrics [dict create \
    reg2reg_from "nanos[1]$_SDFFE_PP0P_" \
    rows 30 \
    crit_type "reg2reg" \
    drive_gt1_share_pct 8.97 \
    cts_made_buffers 3 \
    flop_cell "dfxtp_1" \
    period_needed_ps 1790 \
    clock.fmax_ghz 0.557 \
    reg2reg_depth 5 \
    p_per_area_nw_per_um2 508 \
    endpoint_kind "flip-flop" \
    cts_hold_buf 0 \
    crit_path_max_incr_delay_ps 440 \
    cts_setup_buffers 0 \
    vdd_drop_max_mv 0.126 \
    cts_tree "yes" \
    clockRootBuffer "clkbuf_8" \
    tns_ps 0 \
    antenna_found_initial 0 \
    p_leak_uw 0.000500 \
    area_growth_pct 29.2 \
    globalplace.congestion 0.825 \
    grt_max_degree 13 \
    fillCellCount 772 \
    finalHoldViolations 0 \
    min-delay-start "milis[0]$_SDFFE_PP0P_" \
    grt_usage_pct 5.16 \
    ios 42 \
    crit_chain "ha_1 > a211oi_4 > or3_4 > or3_1 > a31oi_1" \
    syn_inst 128 \
    place_area_sq_um 1460 \
    top_area_cell "dfxtp_1" \
    synth_area_sq_um 1160 \
    cts_buffer_depth 2 \
    clock_sinks 21 \
    ant_nets 0 \
    synth_cell_type_count 36 \
    drv_cap 0 \
    crit_required_ps 2200 \
    total_power_uw 764 \
    drcViolationCount 0 \
    portBuffers 22 \
    top_cell "dfxtp_1" \
    cpMaxStageDelayCell "or3_4" \
    holdCritPathClass "reg2reg" \
    synth_warnings 1 \
    dp_hpwl_um 2310 \
    synth-edff-count 0 \
    synth_top_area_share_pct 36.1 \
    diodes 0 \
    finClkSkew_ps 4.07 \
    clock_latency_ps 260 \
    die_area_sq_um 10800 \
    vias 978 \
    final_cell_area_sq_um 1510 \
    timing.final.crit_share_pct 89.7 \
    die_w_um 104 \
    cp_max_fo 12 \
    run_status "complete, no violations" \
    common_cells "21 x dfxtp_1, 19 x buf_4, 10 x nand3_1, 10 x nor2_1, 8 x xnor2_1" \
    die_h_um 104 \
    syn_area_per_cell_sq_um 9.10 \
    yosys_area_sq_um 1160 \
    start_kind "flip-flop" \
    warnings 25 \
    fin_hold_ws_ps 488 \
    coreArea_sq_um 6830 \
    ff2ff_setup_slack_ps 210 \
    routed_via_density 3.88 \
    rr_endpoint "micros[8]$_SDFFE_PP0P_" \
    cts-resized-gates 0 \
    ys.flops 21 \
    synthArstFlopShare_pct 0 \
    crit_start "nanos[1]$_SDFFE_PP0P_" \
    grt_pass1_vias 956 \
    drv_slew 0 \
    postSynthSeqShare_pct 36.1 \
    grt_setup_unrepaired "no" \
    fp_util_pct 17.1 \
    htree_levels 1 \
    path_clk_slew_ps 80 \
    final-setup-viol-count 0 \
    grt_pass1_wl_um 4770 \
    hold_end "milis[0]$_SDFFE_PP0P_" \
    dr.pass1.iters 4 \
    arrival_ps 1990 \
    routed_wirelength_um 2930 \
    min_path_cells 1 \
    drtIter0Drc 55 \
    globalRouteOverflowTotal 0 \
    wl_per_cell_um 11.6 \
    area_leaders "dfxtp_1 36%, buf_4 12%, xnor2_1 6.0%" \
    ys_cells 128 \
]
-- kinds of logic (layout without fill, tap and decap cells) --
family,Yosys count,count (layout),share of synthesized area (%)
AND/OR/NAND/NOR,47,47,24.1
buffers and inverters,24,34,14.2
AND-OR/OR-AND,22,22,14.7
flip-flops,21,21,36.1
XOR/XNOR,9,9,6.77
adder cells (fa/ha/maj),2,2,2.15
multiplexers,2,2,1.72
other,1,19,0.322
-- sequential cells by signal (all words and copies together) (netlist names) --
| name | flops |
|---|---|
| milis | 1 |
| micros | 10 |
| nanos | 10 |
-- through the flow --
step / worst slack, ps / std cells / util, %
detailed placement: 187 / 248 / 21.4
floorplan: 312 / 146 / -
global route: 19.0 / 252 / 22.0
global placement: 240 / 248 / 21.4
finish: 206 / 252 / 22.0
CTS: 178 / 252 / 22.0
-- worst max path at each step --
stage	endpoint	slack (ps)
4_1_cts	nanos[3]$_SDFFE_PP0P_	180
5_1_grt	nanos[7]$_SDFFE_PP0P_	20
6_report	micros[8]$_SDFFE_PP0P_	210
-- worst max-delay path: cells and delay by family (launching register included) --
family,cells,cell delay (ps)
AOI/OAI and AO/OA,2,280
DFF,1,370
and+or+nand+nor,2,800
adders and majority gates,1,280
-- layout make-up --
class,count,area (sq um),area share (%)
well taps,96,120,7.98
repair buffers,28,265,17.6
multi-input cells,101,647,43.0
flip-flops and latches,21,420,27.9
inverters,2,7.51,0.499
clock buffers,4,45.0,2.99
-- power by group --
group	switching, uW	total (uW)	internal [uW]
clock network	141	283	142
logic	20.9	47.9	27.0
registers	8.56	433	425
-- cell usage in the layout (no fill, tap or decap), drive strengths merged, types with 3 or more instances in the layout --
cell type	Yosys	routed
a21oi	7	7
a31oi	3	3
and3	4	4
buf	20	6
clkbuf	2	4
clkdlybuf4s50	0	22
conb	1	19
dfxtp	21	21
nand2	4	4
nand3	11	11
nand4	3	3
nor2	10	10
nor4	4	4
or3	3	3
xnor2	8	8
-- per-layer routing --
layer	track usage (%)	vias to the layer above	share of wire, %
met3	1.69	4	6.9
met1	7.41	447	49
li1	-	488	-
met5	0	-	0
met4	0.696	0	1.1
met2	7.52	39	43
Power is estimated from default activity; no workload was simulated.
