$ cat flow/run.sh
#!/bin/bash
# OpenROAD 26Q1-2900-gdf79404cd8, Yosys 0.63+post, stock flow scripts
make -C /OpenROAD-flow-scripts/flow DESIGN_CONFIG=/design/flow/config.mk WORK_HOME=/design/flow/orfs finish
$ cat flow/config.mk
export PLATFORM = sky130hd
export DESIGN_NAME = Rx_Module
export DESIGN_NICKNAME = Rx_Module
export VERILOG_FILES = /design/flow/design.v
export SDC_FILE = /design/flow/constraint.sdc
export NUM_CORES = 4
export LEC_CHECK = 1
export CORE_AREA = 10 10 105 105
export DIE_AREA = 0 0 115 115
$ cat flow/constraint.sdc
current_design Rx_Module

set clk_period 2.4
set clk_io_pct 0.2

create_clock -name clk0 -period $clk_period [get_ports {CLK}]

set non_clock_inputs [all_inputs -no_clocks]
set_input_delay [expr $clk_period * $clk_io_pct] -clock clk0 $non_clock_inputs
set_output_delay [expr $clk_period * $clk_io_pct] -clock clk0 [all_outputs]
$ cat flow/design.v
`timescale 10ns/1ps
module Rx_Module (CLK, 
				reset, 
				Start, 
				iRX_BUF_FRAME_TYPE, 
				iALERT, 
				iRECEIVE_DETECT, 
				iRECEIVE_BYTE_COUNT, 
				Tx_State_Machine_ACTIVE, 
				Unexpected_GoodCRC, 
				CC_Busy, 
				CC_IDLE, 
				Data_In, 
				oALERT, 
				oRECEIVE_BYTE_COUNT, 
				oGoodCRC_to_PHY, 
				oDIR_WRITE, 
				oDATA_to_Buffer);
input wire CC_Busy, CC_IDLE;
input wire CLK;
input wire [7:0] Data_In;
input wire [15:0] iALERT;  
input wire [7:0] iRECEIVE_BYTE_COUNT;
input wire [7:0] iRECEIVE_DETECT;
input wire [7:0] iRX_BUF_FRAME_TYPE;  
input wire reset;
input wire Start;
input wire Tx_State_Machine_ACTIVE;
input wire Unexpected_GoodCRC;
output reg [15:0] oALERT;
output reg [7:0] oDATA_to_Buffer;
output reg [7:0] oDIR_WRITE;
output reg oGoodCRC_to_PHY;
output reg [7:0] oRECEIVE_BYTE_COUNT;
reg [15:0] nxt_oALERT;
reg [7:0] nxt_oDATA_to_Buffer;
reg [7:0] nxt_oDIR_WRITE;
reg nxt_oGoodCRC_to_PHY;
reg [7:0] nxt_oRECEIVE_BYTE_COUNT;
reg [5:0] nxt_State;
wire PHY_Reset;
reg [5:0] state;
assign PHY_Reset = (iRX_BUF_FRAME_TYPE[2:0] == 3'b110) || (iALERT[3] == 1);
localparam IDLE = 6'b000001;
localparam PRL_Rx_Wait_for_PHY_message = 6'b000010;
localparam PRL_Rx_Message_Discard = 6'b000100;
localparam PRL_RX_Send_GoodCRC = 6'b001000;
localparam PRL_RX_Report_SOP = 6'b010000;
parameter max_iRECEIVE_BYTE_COUNT = 31; 
always @(posedge CLK) begin 
	if (reset) begin
		state <= IDLE;  
		oDIR_WRITE <= 8'b0;
		oALERT <= 16'b0;
		oRECEIVE_BYTE_COUNT <= 0;
		oGoodCRC_to_PHY <= 0;
		oDATA_to_Buffer <= 8'b0;
	end else begin
		state <= nxt_State;
		oDIR_WRITE <= nxt_oDIR_WRITE;
		oALERT <= nxt_oALERT;
		oRECEIVE_BYTE_COUNT <= nxt_oRECEIVE_BYTE_COUNT;
		oGoodCRC_to_PHY <= nxt_oGoodCRC_to_PHY;
		oDATA_to_Buffer <= nxt_oDATA_to_Buffer;
	end  
end  
always @ (*) begin
	nxt_State <= state;
	nxt_oGoodCRC_to_PHY <= oGoodCRC_to_PHY;
	nxt_oDIR_WRITE <= oDIR_WRITE;
	nxt_oALERT <= oALERT;
	nxt_oRECEIVE_BYTE_COUNT <= oRECEIVE_BYTE_COUNT;
	nxt_oGoodCRC_to_PHY <= oGoodCRC_to_PHY;
	nxt_oDATA_to_Buffer <= oDATA_to_Buffer;
	case (state)
		IDLE: begin
			if (!PHY_Reset && !Start) begin  
				nxt_State <= IDLE; 
			end else begin
				nxt_State <= PRL_Rx_Wait_for_PHY_message;
			end
		end  
		PRL_Rx_Wait_for_PHY_message: begin
			if (iALERT[10]) begin  
				nxt_State <= PRL_Rx_Wait_for_PHY_message;  
			end else begin
				if (iRECEIVE_DETECT & 8'b1) begin  
					nxt_State <= PRL_Rx_Message_Discard;
				end else begin
					nxt_State <= IDLE;  
				end
			end
		end  
		PRL_Rx_Message_Discard: begin
			if (Tx_State_Machine_ACTIVE) begin  
				nxt_oALERT <= oALERT | 16'b100000;  
				nxt_oRECEIVE_BYTE_COUNT <= 0;  
			end else begin
				nxt_oALERT <= oALERT;
			end
			if (Unexpected_GoodCRC) begin  
				nxt_State <= PRL_RX_Report_SOP;
			end else begin
				nxt_State <= PRL_RX_Send_GoodCRC;
			end
		end  
		PRL_RX_Send_GoodCRC: begin
			nxt_oGoodCRC_to_PHY <= 1;  
			if (CC_Busy || CC_IDLE || Tx_State_Machine_ACTIVE) begin
				nxt_State <= PRL_Rx_Wait_for_PHY_message;	
			end else begin  
				nxt_State <= PRL_RX_Report_SOP;	
			end
		end  
		PRL_RX_Report_SOP: begin
			nxt_oDATA_to_Buffer <= Data_In;  
			nxt_oDIR_WRITE <= iRECEIVE_BYTE_COUNT + 8'h31;  
			nxt_oRECEIVE_BYTE_COUNT <= iRECEIVE_BYTE_COUNT + 1;  
			if (oRECEIVE_BYTE_COUNT == 31) begin  
				nxt_oALERT <= oALERT | 16'b10000000000;  
			end else begin
				nxt_oALERT <= oALERT & 16'b1111101111111111;  
			end
			nxt_oALERT <= oALERT | 16'b000100;  
			nxt_State <= PRL_Rx_Wait_for_PHY_message;
		end  
	endcase 	
end  
endmodule
==> results.json <==
{
  "num_vias": 1180,
  "die_w_um": 115,
  "vdd_drop_max_v": 0.0003090,
  "core_um2": 8763,
  "synthesis.area_um2": 1386,
  "finalClockSkew_ns": 0.005687,
  "synth_top_area_share_pct": 46.21,
  "post-route-period-util_pct": 72.70,
  "rsz0062_at_grt": "no",
  "cts-root-buf": "clkbuf_8",
  "min_period_ns": 1.745,
  "dp_hpwl_um": 3328,
  "cts_buffers": 5,
  "grt_pass1_wl_um": 6292,
  "post_synth_main_area_contributors": "dfxtp_1 (46%), mux2i_1 (8.7%), nor2_1 (8.1%), buf_4 (7.6%), xor2_1 (3.2%)",
  "postSynthSeqShare_pct": 46.21,
  "flop_cell": "dfxtp_1",
  "hold-path-cell-count": 1,
  "holdCritPathClass": "reg2reg",
  "wirelength_um": 4115,
  "crit_fanout": 4,
  "dr.pass1.iters": 2,
  "required_ns": 2.62,
  "worst_ep_arrival_time_ns": 1.96,
  "post-route-cell-area_um2": 2148,
  "areaGrowthSynthToFinish_pct": 54.96,
  "p_clk_share_pct": 43.8,
  "rr_startpoint": "state[1]$_DFF_P_",
  "ys_area_um2": 1386,
  "wl_per_cell_um": 12.82,
  "clk_path_buf_depth": 2,
  "tns_ns": 0,
  "cp_slowest_cell": "clkdlybuf4s50_1",
  "antenna_found_initial": 0,
  "rows": 34,
  "syn_inst": 150,
  "die_area_um2": 13230,
  "r2r-end": "oRECEIVE_BYTE_COUNT[4]$_SDFFE_PP0P_",
  "slew_violations": 0,
  "ys_seq_elements": 32,
  "intPower_w": 0.0009148,
  "worstSetupPathType": "in2reg",
  "switching_share_pct": 21.82,
  "gp_congestion": 0.8114,
  "power_per_cell_area_nw_per_um2": 544.6,
  "drv_cap": 0,
  "p_seq_share_pct": 46.3,
  "ctsResizeCount": 0,
  "path_clk_slew_ns": 0.07,
  "status": "completed",
  "overflow": 0,
  "p_comb_share_pct": 9.9,
  "cts_hold_buf": 0,
  "cts_setup_buffers": 0,
  "avgSynthCellArea_um2": 9.242,
  "cts_num_sinks": 32,
  "power.leakage_nw": 0.7848,
  "edf_count": 0,
  "start_kind": "input pin",
  "drc": 0,
  "grt_max_degree": 13,
  "worstSetupEndpointType": "flop",
  "warnings": 51,
  "critPathMaxStageDelay_ns": 0.49,
  "ys_types": 35,
  "min_to": "oRECEIVE_BYTE_COUNT[3]$_SDFFE_PP0P_",
  "track_usage_pct": 5.993,
  "final_common_cell": "clkdlybuf4s50_1",
  "hold_violations": 0,
  "async_flop_share_pct": 0,
  "first_global_vias": 1162,
  "rrSetupSlack_ns": 1.06,
  "placed_area_um2": 2041,
  "diodes": 0,
  "top_area_cell": "dfxtp_1",
  "crit_path_cell_trace": "clkdlybuf4s50_1, ha_1, a311oi_1, xnor2_1, mux2i_1, nor2_1",
  "io_buffers": 55,
  "first_iter_violations": 32,
  "crit_buf_inv": 1,
  "clk_latency_ns": 0.28,
  "dieHeight_um": 115,
  "drive_gt1_share_pct": 7.042,
  "via_per_inst": 3.676,
  "hp-start": "oRECEIVE_BYTE_COUNT[3]$_SDFFE_PP0P_",
  "fp_util_pct": 15.82,
  "path_delay_family": "buffers and inverters",
  "antenna_left": 0,
  "power_switching_w": 0.0002553,
  "yosysWarnings": 1,
  "setup_viol": 0,
  "ys_cells": 150,
  "htreeDepth": 2,
  "lay_top_cells": "clkdlybuf4s50_1 (55), dfxtp_1 (32), nor2_1 (30), conb_1 (14), mux2i_1 (12)",
  "cts_tree": "done",
  "clock.fmax_ghz": 0.5732,
  "io_pins": 96,
  "reg2regPathDepth": 5
}
## layout make-up
cell class                 instances  area [um2]
fill                             936        6615
multi-input combinational        108       650.6
sequential                        32       640.6
timing repair buffer              62       603.1
tap                              108       135.1
clock buffer                       6       72.57
clock inverter                     2       35.03
inverter                           3       11.26
## logic make-up (layout without fill, tap and decap cells)
family                     Yosys count  after routing  share of synthesized area [%]
AOI/OAI and AO/OA                   22             22                          11.82
other                                1             14                         0.2705
muxes                               12             12                          8.665
adders and majority gates            1              1                         0.9024
buffers and inverters               23             73                          10.38
DFF                                 32             32                          46.21
and+or+nand+nor                     52             52                          17.33
xor gates and xnor gates             7              7                          4.422
## per-layer routing
layer / vias to the layer above / share of wire [%] / GRT usage (%)
li1: 613 / - / -
met4: 0 / 0.90 / 0.7426
met2: 45 / 43 / 8.859
met3: 4 / 13 / 3.745
met5: - / 0 / 0
met1: 518 / 43 / 7.497
## worst max path at each step
stage / endpoint / depth (start not counted) / start / slack [ns]
4_1_cts: oDIR_WRITE[6]$_SDFFE_PP0P_ / 6 / iRECEIVE_BYTE_COUNT[1] / 0.68
5_1_grt: oDIR_WRITE[6]$_SDFFE_PP0P_ / 6 / iRECEIVE_BYTE_COUNT[1] / 0.56
6_report: oDIR_WRITE[6]$_SDFFE_PP0P_ / 6 / iRECEIVE_BYTE_COUNT[1] / 0.66
## state kept, by name (all words and copies together) (netlist names)
register,cells
oRECEIVE_BYTE_COUNT,8
state,5
oDATA_to_Buffer,8
oALERT,2
oDIR_WRITE,8
oGoodCRC_to_PHY,1
## through the flow
stage	total power (W)	hold slack [ns]	worst slack (ns)	cells	utilization (%)
global route	0.001229	0.4961	0.5639	321	24.51
CTS	0.001188	0.4664	0.6758	321	24.51
finish	0.001170	0.4572	0.6553	321	24.51
global placement	0.0006699	0.4403	0.4134	313	23.29
floorplan	0.0006068	0.4034	1.012	163	-
detailed placement	0.0006701	0.4467	0.3850	313	23.29
## cell usage after synthesis (2+ instances only)
cell type	instances
mux2i_1	12
xnor2_1	2
a311oi_1	2
a32oi_1	2
buf_4	14
xor2_1	5
a22o_1	3
nand2_1	4
a21oi_1	2
a31oi_1	2
inv_1	3
dfxtp_1	32
nor3_1	6
a211oi_1	3
nand3_1	3
o31ai_1	2
nand2b_1	3
buf_2	4
nor2_1	30
## power by group through the flow
stage / clock network (W) / logic [W] / registers (W)
after CTS: 0.000529 / 0.000118 / 0.000541
after global routing: 0.000559 / 0.000128 / 0.000542
final: 0.000513 / 0.000116 / 0.000541
Power and IR drop assume default switching activity.
