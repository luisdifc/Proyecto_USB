$ cat ./design.v
module Tx(CLK, TRANSMIT, TRANSMIT_BYTE_COUNT, TRANSMIT_HEADER_LOW, TRANSMIT_HEADER_HIGH, TRANSMIT_DATA_OUTPUT, GoodCRC_Response,
 ALERT, ALERTo, TX_BUF_HEADER_BYTE_1, RX_BUF_HEADER_BYTE_1, RX_BUF_FRAME_TYPE, reset);
input [15:0] TRANSMIT, ALERT;
input [7:0] TRANSMIT_BYTE_COUNT, TRANSMIT_HEADER_LOW, TRANSMIT_HEADER_HIGH, TX_BUF_HEADER_BYTE_1, 
			RX_BUF_HEADER_BYTE_1, RX_BUF_FRAME_TYPE;
input GoodCRC_Response;
input CLK, reset;
output reg[15:0] ALERTo;
parameter 	estado_PRL_Tx_Wait_for_Transmit_Request = 4'b0000,
			estado_PRL_Reset_RetryCounter = 4'b0001,
			estado_PRL_Tx_Construct_Message = 4'b0011,
			estado_PRL_Tx_Wait_for_PHY_response = 4'b1101,
			estado_PRL_Tx_Match_MessageID = 4'b1001,
			estado_PRL_Tx_Check_RetryCounter = 4'b0101,
			estado_PRL_Tx_Report_Failure = 8'b0100,
			estado_PRL_Tx_Report_Success = 8'b1000;
reg[3:0] estado_actual;
reg[3:0] proximo_estado;
reg [11:0] CRCReceiveTimer;
reg Habilitarcontador;
reg [1:0] RetryCounter;
parameter dimension_real = 239;
output [7:0] TRANSMIT_DATA_OUTPUT;
reg [7:0] TRANSMIT_DATA_OUTPUT;
reg bandera;
always @*
begin
case(estado_actual)
	estado_PRL_Tx_Wait_for_Transmit_Request:
	begin
	if(TRANSMIT[2:0] <= 3'b101 && bandera == 0)
		begin
		proximo_estado = estado_PRL_Reset_RetryCounter;
		end  
	else
		begin
		proximo_estado = estado_PRL_Tx_Wait_for_Transmit_Request;  
		end  
	end  
	estado_PRL_Reset_RetryCounter:
	begin
		RetryCounter = 'b00;
		proximo_estado = estado_PRL_Tx_Construct_Message;
		bandera = 1;
	end  
	estado_PRL_Tx_Construct_Message:
	begin
		TRANSMIT_DATA_OUTPUT  = TRANSMIT_BYTE_COUNT;
		proximo_estado = estado_PRL_Tx_Wait_for_PHY_response;
	end  
	estado_PRL_Tx_Wait_for_PHY_response:
	begin
	if (CRCReceiveTimer == 12'h111)  
		begin
		Habilitarcontador = 0;
		proximo_estado = estado_PRL_Tx_Check_RetryCounter;
		end
	else
		begin
		if (GoodCRC_Response == 1)
			begin
			proximo_estado = estado_PRL_Tx_Match_MessageID;
			Habilitarcontador = 0;  
			end 
		else
			begin
			proximo_estado = estado_PRL_Tx_Wait_for_PHY_response;
			Habilitarcontador = 1;
			end
		end  
	end  
	estado_PRL_Tx_Match_MessageID:
	begin
	if (TX_BUF_HEADER_BYTE_1 != RX_BUF_HEADER_BYTE_1 || TRANSMIT[2:0] != RX_BUF_FRAME_TYPE)
	begin
	proximo_estado = estado_PRL_Tx_Check_RetryCounter;
	end  
	else
	begin
	proximo_estado = estado_PRL_Tx_Report_Success;
	end  
	end  
	estado_PRL_Tx_Check_RetryCounter:
	begin
	if(RetryCounter == 'b11 )
		begin
		proximo_estado = estado_PRL_Tx_Report_Failure;
		end
		else
			begin
			proximo_estado = estado_PRL_Tx_Construct_Message;
			end
		RetryCounter = RetryCounter + 1;  
	end  
	estado_PRL_Tx_Report_Failure:
	begin
	ALERTo[4] = 1;
	proximo_estado = estado_PRL_Tx_Wait_for_Transmit_Request;	
	end  
	estado_PRL_Tx_Report_Success:
	begin
	ALERTo[6] = 1;
	proximo_estado = estado_PRL_Tx_Wait_for_Transmit_Request;
	end
endcase
end  
always @(posedge CLK)
begin
if(reset)
begin
	estado_actual <= estado_PRL_Tx_Wait_for_Transmit_Request;
	RetryCounter <= 'b00;
	CRCReceiveTimer <= 12'b0;
	Habilitarcontador <= 0;
	bandera <= 0;
	TRANSMIT_DATA_OUTPUT <= 0;
	ALERTo <= ALERT;
end  
else
begin
estado_actual <= proximo_estado;
if (Habilitarcontador == 1)
	begin
	CRCReceiveTimer <= CRCReceiveTimer+ 1;
	end
else
begin
CRCReceiveTimer <= 0;
end
end  
end  
endmodule
$ cat ./run.sh
#!/bin/bash
# OpenROAD 26Q1-2900-gdf79404cd8, Yosys 0.63+post, stock flow scripts
make -C /OpenROAD-flow-scripts/flow DESIGN_CONFIG=/design/flow/config.mk WORK_HOME=/design/flow/orfs finish
$ cat ./config.mk
export PLATFORM = sky130hd
export DESIGN_NAME = Tx
export DESIGN_NICKNAME = Tx
export VERILOG_FILES = /design/flow/design.v
export SDC_FILE = /design/flow/constraint.sdc
export NUM_CORES = 4
export LEC_CHECK = 1
export CORE_AREA = 10 10 70 70
export DIE_AREA = 0 0 80 80
$ cat ./constraint.sdc
current_design Tx

set clk_period 1.0
set clk_io_pct 0.2

create_clock -name clk0 -period $clk_period [get_ports {CLK}]

set non_clock_inputs [all_inputs -no_clocks]
set_input_delay [expr $clk_period * $clk_io_pct] -clock clk0 $non_clock_inputs
set_output_delay [expr $clk_period * $clk_io_pct] -clock clk0 [all_outputs]
==> report_table.html <==
<h3>Flow metrics</h3>
<table>
<tr><th>Metric</th><th>Value</th></tr>
<tr><th colspan="2">Status</th></tr>
<tr><td>Status</td><td>finished, final reports clean</td></tr>
<tr><th colspan="2">Clock tree</th></tr>
<tr><td>TritonCTS Buffers</td><td>3</td></tr>
<tr><td>Largest buffer count on any clock path</td><td>2</td></tr>
<tr><td>H-tree depth reported by CTS</td><td>1</td></tr>
<tr><td>Register clock-pin slew on the reported worst setup and hold paths</td><td>roughly 0.070 ns</td></tr>
<tr><td>Sinks on Clock Net</td><td>14</td></tr>
<tr><td>Clock tree from TritonCTS</td><td>yes</td></tr>
<tr><td>Buffer count from post-CTS setup fixing</td><td>0</td></tr>
<tr><td>Root buffer selected by CTS</td><td>sky130_fd_sc_hd__clkbuf_4</td></tr>
<tr><th colspan="2">Global route</th></tr>
<tr><td>Pin count of the biggest net entering global routing</td><td>15</td></tr>
<tr><td>First-pass GRT wire length</td><td>1580 µm</td></tr>
<tr><td>All-layer global routing usage</td><td>0.03503</td></tr>
<tr><td>Via count of the first global-routing pass</td><td>~310</td></tr>
<tr><td>Total global routing overflow</td><td>0</td></tr>
<tr><td>Number of antenna violations at the first check in global routing</td><td>0</td></tr>
<tr><th colspan="2">Worst setup path</th></tr>
<tr><td>Crit path launch type</td><td>flip-flop</td></tr>
<tr><td>Largest fanout on the critical path</td><td>1</td></tr>
<tr><td>Worst endpoint required time</td><td>0.80 ns</td></tr>
<tr><td>Category of the worst setup path capture point</td><td>output port</td></tr>
<tr><td>Slowest cell on the critical path</td><td>sky130_fd_sc_hd__edfxtp_1</td></tr>
<tr><td>Critical path's top delay family</td><td>flip-flops</td></tr>
<tr><td>Path type of the worst setup path</td><td>reg2out</td></tr>
<tr><td>Peak per-stage delay on the critical path</td><td>0.37 ns</td></tr>
<tr><td>Sequence of cells on the critical path</td><td>buf_2</td></tr>
<tr><td>Stages on worst setup path</td><td>1</td></tr>
<tr><td>Crit path buffers/inverters</td><td>1</td></tr>
<tr><td>Worst Path Arrival</td><td>around 0.75 ns</td></tr>
<tr><th colspan="2">Final layout</th></tr>
<tr><td>Share of post-route cells with drive strength above 1</td><td>0.3158</td></tr>
<tr><td>Area used by sequential logic in the layout</td><td>roughly 420 µm²</td></tr>
<tr><td>Area growth from synthesis to layout</td><td>54.73%</td></tr>
<tr><td>Top Registers</td><td>ALERTo x14</td></tr>
<tr><td>Logic cell area</td><td>37.54 µm²</td></tr>
<tr><td>Largest register FFs</td><td>14</td></tr>
<tr><td>Number of filler cells placed in the layout</td><td>approximately 380</td></tr>
<tr><td>Post-layout instance count excluding filler cells</td><td>103</td></tr>
<tr><td>Register with the most flip-flops</td><td>ALERTo</td></tr>
<tr><th colspan="2">Min path</th></tr>
<tr><td>Worst hold stages</td><td>1</td></tr>
<tr><td>Path type of the worst min-delay path</td><td>in2reg</td></tr>
<tr><th colspan="2">Final timing</th></tr>
<tr><td>Setup violation total in the final timing report</td><td>0</td></tr>
<tr><td>Post-route minimum period</td><td>0.9546 ns</td></tr>
<tr><td>RSZ-0062 raised after global routing</td><td>yes</td></tr>
<tr><td>Count of final hold-check violations</td><td>0</td></tr>
<tr><td>Peak clock frequency supported by timing</td><td>approximately 1.0 GHz</td></tr>
<tr><td>Max-slew violation count</td><td>0</td></tr>
<tr><td>Period Utilization, post-route</td><td>0.9546</td></tr>
<tr><th colspan="2">Floorplanning</th></tr>
<tr><td>Area of the core</td><td>0.003416 mm²</td></tr>
<tr><td>Number of top-level design ports</td><td>approximately 110</td></tr>
<tr><td>Die y size</td><td>about 80 µm</td></tr>
<tr><td>Number of placement rows</td><td>21</td></tr>
<tr><td>Chip Footprint</td><td>0.006400 mm²</td></tr>
<tr><td>FP Util</td><td>0.1473</td></tr>
<tr><td>X dimension of the die</td><td>about 80 µm</td></tr>
<tr><th colspan="2">Yosys</th></tr>
<tr><td>Most numerous cell in the Yosys netlist</td><td>sky130_fd_sc_hd__edfxtp_1</td></tr>
<tr><td>Number of storage elements in the synthesis netlist</td><td>14</td></tr>
<tr><td># Cells Yosys</td><td>26</td></tr>
<tr><td>Synthesized area per cell</td><td>19.35 µm²</td></tr>
<tr><td>Part of the Yosys area used for sequential elements</td><td>0.8358</td></tr>
<tr><td>Number of distinct library cell variants in the gate-level netlist after synthesis</td><td>3</td></tr>
<tr><td>Area figure in the yosys stat output</td><td>503.0 µm²</td></tr>
<tr><td>Cell types with the largest area share after synthesis</td><td>sky130_fd_sc_hd__edfxtp_1 (84%), sky130_fd_sc_hd__buf_4 (15%), sky130_fd_sc_hd__conb_1 (1.5%)</td></tr>
<tr><td>Instance tally after logic synthesis</td><td>26</td></tr>
<tr><td>Post-synth ARST share</td><td>0</td></tr>
<tr><td>Flip-flops with a built-in enable</td><td>14</td></tr>
<tr><td>Cell type contributing the most total cell area after synthesis</td><td>sky130_fd_sc_hd__edfxtp_1</td></tr>
<tr><td>Most numerous cell types in the synthesized netlist</td><td>sky130_fd_sc_hd__edfxtp_1 (14), sky130_fd_sc_hd__buf_4 (10), sky130_fd_sc_hd__conb_1 (2)</td></tr>
<tr><td>Top-area cell share</td><td>0.8358</td></tr>
<tr><td>Dominant Register Cell</td><td>sky130_fd_sc_hd__edfxtp_1</td></tr>
<tr><td>Cell area after synthesis</td><td>503.0 µm²</td></tr>
<tr><td>Total number of yosys warnings</td><td>28</td></tr>
<tr><th colspan="2">Routing</th></tr>
<tr><td>DRC violation count after routing</td><td>0</td></tr>
<tr><td>Routed Antenna Nets</td><td>0</td></tr>
<tr><td>WL/cell</td><td>11.79 µm</td></tr>
<tr><td>Count of antenna diodes in the layout</td><td>0</td></tr>
<tr><td>Via count of the routed design</td><td>approximately 270</td></tr>
<tr><td>Number of design-rule violations left by the first detailed-router iteration</td><td>17</td></tr>
<tr><td>Routed wire length</td><td>about 1200 µm</td></tr>
<tr><td>Number of detailed-routing iterations run before antenna repair</td><td>2</td></tr>
<tr><td>Via density per instance</td><td>2.650</td></tr>
<tr><th colspan="2">Job</th></tr>
<tr><td>Number of warnings in the stage logs</td><td>93</td></tr>
<tr><td>Max_cap viols</td><td>0</td></tr>
<tr><th colspan="2">Placement</th></tr>
<tr><td>Routability-driven placement congestion ratio</td><td>0.6584</td></tr>
<tr><td>Port buffer count</td><td>29</td></tr>
<tr><td>Number of placed instances, taps included</td><td>roughly 100</td></tr>
<tr><td>DPL Wire Length</td><td>1089 µm</td></tr>
<tr><th colspan="2">Power</th></tr>
<tr><td>Pwr dens</td><td>1422 mW/mm²</td></tr>
<tr><td>Overall Power</td><td>1.107 mW</td></tr>
<tr><td>Maximum vdd drop</td><td>488.5 µV</td></tr>
<tr><td>Leakage power</td><td>0.3064 nW</td></tr>
</table>
metrics by stage:
step	cell area (µm²)	setup TNS [ns]	worst slack [ns]	hold slack, ns	utilization
after floorplan	533.0	0	0.5013	0.2989	-
after global placement	825.8	-2.117	-0.1517	0.7599	0.2418
after detailed placement	825.8	-2.154	-0.1543	0.7579	0.2418
after CTS	778.2	0	0.02713	0.4751	0.2278
after global routing	778.2	-0.0002441	-0.0002441	0.4782	0.2278
final	778.2	0	0.04540	0.4828	0.2278
power breakdown:
part           internal [mW]  switching, mW  total (mW)
clock                  0.139          0.147       0.286
sequential             0.696        0.00835       0.704
combinational         0.0854         0.0306       0.116
total                  0.921          0.186        1.11
layout by cell type (no fill, tap or decap), drive strengths merged:
master	count
buf	15
edfxtp	14
clkbuf	3
conb	10
clkdlybuf4s50	15
cells by family (layout without fill, tap and decap cells):
| kind of cell | after synthesis | after routing | synth area share |
|---|---|---|---|
| buffers and inverters | 10 | 33 | 0.1492 |
| DFF | 14 | 14 | 0.8358 |
| other | 2 | 10 | 0.01493 |
per-layer routing:
| metal | vias up | wire [µm] | GRT usage |
|---|---|---|---|
| met5 | - | 0 | 0 |
| met4 | 0 | 0 | 0 |
| met3 | 0 | 161 | 0.03068 |
| met2 | 24 | 648 | 0.06581 |
| met1 | 117 | 404 | 0.02764 |
| li1 | 132 | - | - |
final cells by class:
| type | instances | area share |
|---|---|---|
| tap | 46 | 0.07396 |
| multi-input combinational | 10 | 0.04823 |
| timing repair buffer | 30 | 0.3087 |
| sequential | 14 | 0.5402 |
| clock buffer | 3 | 0.02894 |
final timing paths:
check | from | end
max | ALERTo[0] | ALERTo[0]
min | ALERT[0] | ALERTo[0]
what timing repair did:
action / CTS / global route
gates resized: 45 / 0
setup endpoints to repair: 14 / 1
pin swaps: 0 / 0
hold buffers: 0 / 0
Power and IR drop assume default switching activity.
